**flow/config.mk**
```make
export PLATFORM = sky130hd
export DESIGN_NAME = DecodBcd
export DESIGN_NICKNAME = DecodBcd
export VERILOG_FILES = /design/flow/design.v
export SDC_FILE = /design/flow/constraint.sdc
export NUM_CORES = 4
export LEC_CHECK = 1
export CORE_AREA = 10 10 70 70
export DIE_AREA = 0 0 80 80
```
**flow/constraint.sdc**
```tcl
current_design DecodBcd

set clk_period 1.0
set clk_io_pct 0.2

create_clock -name clk0 -period $clk_period

set non_clock_inputs [all_inputs -no_clocks]
set_input_delay [expr $clk_period * $clk_io_pct] -clock clk0 $non_clock_inputs
set_output_delay [expr $clk_period * $clk_io_pct] -clock clk0 [all_outputs]
```
**flow/design.v**
```verilog
module DecodBcd(z,a,b,c,d,e,f,g);
input [0:3] z;
output a,b,c,d,e,f,g;
reg [0:6] segments;
always@ (*)
    case (z)
        4'b0000: segments = 7'b0000001;
        4'b0001: segments = 7'b1001111;
        4'b0010: segments = 7'b0010010;
        4'b0011: segments = 7'b0000110;
        4'b0100: segments = 7'b1001100;
        4'b0101: segments = 7'b0100100;
        4'b0110: segments = 7'b0100000;
        4'b0111: segments = 7'b0001111;
        4'b1000: segments = 7'b0000000;
        4'b1001: segments = 7'b0000100;
        default: segments = 7'b1111111;
    endcase
assign {a,b,c,d,e,f,g} = segments;
endmodule
```
**flow/run.sh**
```bash
#!/bin/bash
# OpenROAD 26Q1-2900-gdf79404cd8, Yosys 0.63+post, stock flow scripts
make -C /OpenROAD-flow-scripts/flow DESIGN_CONFIG=/design/flow/config.mk WORK_HOME=/design/flow/orfs finish
```
==> out/qor.yml <==
pwr:
  leakagePower_nw: 0.2168
  peak_ir_drop_on_the_vdd_network_mv: 0.04373
  finalPower_mw: 0.1703
  p_per_area_mw_per_mm2: 346.4
grt:
  grt_pass1_vias: 244
  gr-usage-all-layers: 0.02193
  grt_start_max_net_pins: 11
  first_pass_grt_wire_length_mm: 1.193
  number_of_antenna_violations_at_the_first_check_in_global_routing: 0
  use_met3: 0.006818
  busiest_layer: "met2"
  gr-total-overflow: 0
  grt_use_met2: 0.04093
  gr-usage-met1: 0.02505
clocking:
  post_cts_hold_buffer_count: 0
layout:
  layout.area.comb_um2: 229.0
  syn_to_layout_area_delta_pct: 133.9
  flop_area_um2: 0
  seq_cells: 0
  clock_buf_count: 0
  layout.core_utilization: 0.1440
  fill_cells: 389
  postLayoutCellArea_um2: 491.7
  layout_top_cells: "buf_2, buf_6, buf_4"
  drive_gt1_frac: 0.5556
detailed_routing:
  wl_per_cell_um: 7.870
  n_antenna_cell: 0
  via_per_inst: 2.770
  vias: 277
  number_of_drc_violations_after_detailed_routing: 0
  wl_um: 787
  drt_first_pass_iters: 2
  drt_iter0_drcs: 7
  ant_nets: 0
run:
  tool_warnings: 38
  cap_viol_max_count: 0
synthesis:
  seq_area_frac_synth: 0
  synth-cells-yosys: 33
  summed_standard_cell_area_reported_by_yosys_um2: 210.2
  syn-mean-instance-area_um2: 6.370
  gate_count_post_synth: 33
  post_synth_num_cell_types: 13
  yosys_warnings: 1
  netlist_area_um2: 210.2
run_status:
  failed_checks: "negative setup slack"
  outcome: "finished with violations"
setup_path:
  worstSetupStartpoint: "z[2]"
  cp_data_required_time_ns: 0.80
  cp_num_buf_inv: 5
  cp_common_cell: "buf_6"
  startpoint_type: "input port"
  cp.arrival_ns: 1.20
  cp_top_family: "buffers and inverters"
  path_cells: "buf_8, buf_6, or2b_1, buf_6, a21oi_4, buf_6, a31oi_1, buf_2"
  critPathSlowestCell: "or2b_1"
  worstSetupPathDepth: 8
  path_class: "in -> out"
  critPathCapture: "d"
  critical_path.max_stage_delay_ns: 0.26
  critPathCaptureType: "primary output"
  worstPathMaxFanout: 4
placement:
  detailedPlacementHpwl_um: 582.5
  place.port_buffers: 11
  dp_worst_setup_slack_ns: -1.013
  final_gp_congestion: 0.7437
  post_dp_cell_area_um2: 414.1
timing:
  hold_ws_ns: 0.8648
  tightestPinTransition_ns: 0.2406
  finalCritPeriodShare: 1.403
  min_period_ns: 1.403
  final_hold_viol_count: 0
  setup_viol: 7
  timing.max_slew.rel_slack: 0.8396
  fmaxAchievable_mhz: 712.6
  timing.final.ws_setup_ns: -0.4033
  slew_violations: 0
  rsz0062_at_grt: "true"
min_path:
  hold_path_class: "in -> out"
die:
  die_width_um: 80
  floorplan.initialDensity: 0.06154
  chip_area_mm2: 0.006400
  boundaryPins: 11
  core-area_mm2: 0.003416
  row_count: 21
  vertical_die_dimension_um: 80
[synth_stat cells]
cell | count | area (µm²)
buf_2 | 1 | 5.000
o21ai_0 | 6 | 30.03
buf_6 | 1 | 11.26
or2_1 | 1 | 6.260
nor2_1 | 5 | 18.77
a21oi_2 | 1 | 8.760
a31oi_1 | 1 | 6.260
or2b_1 | 1 | 7.510
nand2_1 | 2 | 7.510
nand2b_1 | 4 | 25.02
a21oi_1 | 2 | 10.01
ha_1 | 5 | 62.56
inv_1 | 3 | 11.26
[power by group]
part           switching, mW  internal, mW
Combinational         0.0690         0.101
Sequential                 0             0
Clock                      0             0
Total                 0.0690         0.101
[how the worst min path moves through the flow]
stage                 startpoint  to  slack (ns)  depth (start not counted)
after CTS                   z[0]   d        0.88                          5
after global routing        z[0]   c        0.90                          5
final                       z[0]   c        0.86                          5
[final cells by class]
type	count	area share
Multi-Input combinational cell	28	0.4656
Tap cell	46	0.1170
Timing Repair Buffer	23	0.3944
Inverter	3	0.02290
[what timing repair did]
item,in CTS,in global routing
pin swaps,10,3
resized,50,6
endpoints found under the setup margin,7,7
buffers inserted,4,1
[per-layer routing]
metal | wire (µm) | share of wire
met5 | 0 | 0
met4 | 0 | 0
met3 | 80 | 0.10
met2 | 382 | 0.49
met1 | 323 | 0.41
[logic make-up after synthesis]
logic type	after synthesis	share of synthesized area
simple gates	13	0.3096
fa+ha+maj	5	0.2976
buf+inv	5	0.1309
compound gates	10	0.2619
[through the flow]
stage               std cells  setup TNS, ns
global route              100         -2.479
finish                    100         -2.002
CTS                        99         -1.842
floorplan                  33              0
global placement           95         -6.699
detailed placement         95         -6.612
No activity file was given, so power comes from the tool's default toggle rates.
