<file path="flow/run.sh">
#!/bin/bash
# OpenROAD 26Q1-2900-gdf79404cd8, Yosys 0.63+post, stock flow scripts
make -C /OpenROAD-flow-scripts/flow DESIGN_CONFIG=/design/flow/config.mk WORK_HOME=/design/flow/orfs finish
</file>
<file path="flow/config.mk">
export PLATFORM = sky130hd
export DESIGN_NAME = MuxInput
export DESIGN_NICKNAME = MuxInput
export VERILOG_FILES = /design/flow/design.v
export SDC_FILE = /design/flow/constraint.sdc
export NUM_CORES = 4
export LEC_CHECK = 1
export CORE_AREA = 10 10 70 70
export DIE_AREA = 0 0 80 80
</file>
<file path="flow/constraint.sdc">
current_design MuxInput

set clk_period 1.0
set clk_io_pct 0.2

create_clock -name clk0 -period $clk_period

set non_clock_inputs [all_inputs -no_clocks]
set_input_delay [expr $clk_period * $clk_io_pct] -clock clk0 $non_clock_inputs
set_output_delay [expr $clk_period * $clk_io_pct] -clock clk0 [all_outputs]
</file>
<file path="flow/design.v">
module MuxInput(
	input immediate,
	input [15:0] instr,
	input [15:0] addr_in,
	output reg [15:0] addr_out
);
always @(*) begin 
	if(immediate) begin
		addr_out = addr_in;
	end 
	else begin
		addr_out = instr;
	end
end
endmodule
</file>
==> flow_summary.ini <==
; flow metrics
[critical_path]
crit_path_end_kind = output port
critPathBufInv = 3
critPathLaunchType = primary input
path_delay_family = buffers and inverters
cp_cell_sequence = buf_12, buf_16, mux2_4, buf_6
worstPathArrival_ps = 860
max_stage_delay_ps = 300
crit_slowest_cell = mux2_4
crit_path_max_fanout = 8
critPathKind = in -> out
required_ps = 800

[grt]
antenna_found_initial = 0
grt_overflow = 0
grt_usage_pct = 4.156
grt_pass1_vias = 430
grt_max_degree = 9
grt_pass1_wl_um = 2173

[final_layout]
final_cells = 113
flop_area_um2 = 0
lay_top_count = dlygate4sd2_1
layout-drive-gt1-share_pct = 52.24
num-fill-cells = 392
n_clock_buffer = 0
fin_util_pct = 23.26
syn_to_final_growth_pct = 219.1
layout.cells.most_common_list = dlygate4sd2_1, mux2_4, buf_6
design_area_um2 = 794.5
flops = 0

[timing]
timing.fmax_ghz = 0.9458
finalCriticalPeriod_ps = 1057
setup_ws_ps = -57.35
slew_viol_final = 0
hold_slack_ps = 794.8
tightestPinTransition_ps = 72.64
setup_viol = 16
maxSlewHeadroom_pct = 95.16
finalCritPeriodShare_pct = 105.7
rsz0062_at_grt = yes
hold_viol = 0

[power_and_ir_drop]
power_uw = 300.1
switching_share_pct = 22.22
clockPowerShare_pct = 0
power_switching_uw = 66.67
power_density_mw_per_mm2 = 377.7
leakagePower_nw = 0.4174
p_comb_share_pct = 100.0
ir_worst_vdd_v = 0.0001146
p_seq_share_pct = 0
internal_power_uw = 233.4

[yosys]
synth_area_um2 = 249.0
synth_area_per_cell_um2 = 13.83
yosysWarnings = 1
ys_types = 4
ys_cells = 18
yosys_area_um2 = 249.0
synth_seq_share_pct = 0
synth_cells = 18

[run]
tool_warnings = 34
max_cap_viol_count = 0

[routing]
antenna_cells_inserted = 0
dr.pass1.iters = 2
vias_per_cell = 3.265
drt-initial-drc-count = 2
drc = 0
wl_per_cell_um = 12.70
routed_wl_um = 1435
antenna_left = 0
num_vias = 369

[floorplan]
core_mm2 = 0.003416
ios = 49
fp_util_pct = 7.289
rows = 21
die_w_um = 80
die_y_um = 80
die_area_mm2 = 0.006400

[place]
place_area_um2 = 785.8
numPortBuffers = 49
placedCellCount = 112
dp_hpwl_um = 1227
gp_congestion = 0.7759

[cts]
post_cts_buffers = 0
cts_hold_buf = 0

[status]
outcome = complete, but fails checks
violations = setup timing

[hold_path]
hold_class = in -> out
==> Yosys cell counts <==
master / n / area (um^2)
buf_6: 1 / 11.26
mux2_2: 6 / 67.56
buf_12: 1 / 20.02
mux2_4: 10 / 150.1
==> metrics by stage <==
stage               setup TNS, ps  worst slack (ps)
CTS                        -879.1            -61.50
floorplan                       0             72.49
global route                -1082            -73.67
global placement           -13010            -843.3
finish                     -845.5            -57.35
detailed placement         -13230            -857.2
==> power by group through the flow <==
stage | clock network (mW) | logic [mW] | registers, mW
global route | 0 | 0.323 | 0
finish | 0 | 0.300 | 0
CTS | 0 | 0.277 | 0
==> final timing paths <==
path / start / endpoint / slack [ps] / depth (start not counted)
worst max-delay path: immediate / addr_out[12] / -60 / 4
worst min-delay path: instr[7] / addr_out[7] / 790 / 3
==> cells by family (layout without fill, tap and decap cells) <==
group / after synthesis / after routing / synth area share [%]
multiplexers: 16 / 16 / 87.43
buffers and inverters: 2 / 51 / 12.56
==> layer usage <==
layer / global-route usage [%] / vias up / share of wire [%]
met5: 0 / - / 0
li1: - / 167 / -
met1: 5.735 / 153 / 50
met2: 4.735 / 49 / 25
met4: 0 / 0 / 0
met3: 3.864 / 0 / 25
==> layout make-up <==
type | instances | area (um^2) | share of cell area, %
repair buffers | 51 | 496.7 | 62.52
well taps | 46 | 57.56 | 7.244
multi-input cells | 16 | 240.2 | 30.24
==> timing repair <==
| item | in CTS | in global routing |
|---|---|---|
| cloned | 1 | 0 |
| gates resized | 100 | 7 |
| endpoints found under the setup margin | 16 | 16 |
Power and IR drop assume default switching activity.
